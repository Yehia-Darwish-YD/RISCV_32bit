[./run.sh]
#!/bin/bash
# OpenROAD 26Q1-2900-gdf79404cd8, Yosys 0.63+post, stock flow scripts
make -C /OpenROAD-flow-scripts/flow DESIGN_CONFIG=/design/flow/config.mk WORK_HOME=/design/flow/orfs finish
[./config.mk]
export PLATFORM = sky130hd
export DESIGN_NAME = DE_pipeline_reg
export DESIGN_NICKNAME = DE_pipeline_reg
export VERILOG_FILES = /design/flow/design.v
export SDC_FILE = /design/flow/constraint.sdc
export NUM_CORES = 4
export LEC_CHECK = 1
export CORE_AREA = 10 10 181 181
export DIE_AREA = 0 0 191 191
[./constraint.sdc]
current_design DE_pipeline_reg

set clk_period 1.0
set clk_io_pct 0.2

create_clock -name clk0 -period $clk_period [get_ports {clk}]

set non_clock_inputs [all_inputs -no_clocks]
set_input_delay [expr $clk_period * $clk_io_pct] -clock clk0 $non_clock_inputs
set_output_delay [expr $clk_period * $clk_io_pct] -clock clk0 [all_outputs]
[./design.v]
`timescale 1ns / 1ps
module DE_pipeline_reg(
    input FlushE,clk,MemWriteD,ALUsrcD,RegWriteD,BranchD,JumpD,
    input [2:0] ALUControlD,                        
    input [1:0] ResultSrcD,                         
    input [31:0] RD1,RD2,PCD,ImmExtD,PCPlus4D,Instr,                                  
    output reg MemWriteE,ALUsrcE,RegWriteE,BranchE,JumpE,
    output reg [2:0] ALUControlE,
    output reg [1:0] ResultSrcE,
    output reg [31:0] RD1E,RD2E,PCE,ImmExtE,PCPlus4E,
    output reg [4:0]Rs1E,Rs2E,RdE
    );
 wire [4:0] Rs1D,Rs2D,RdD;   
 assign Rs1D = Instr[19:15];
 assign Rs2D = Instr[24:20];
 assign RdD = Instr[11:7];
     always @(posedge clk)
           begin
               if(FlushE)
                   begin
                       MemWriteE <= 0;
                        ALUsrcE <= 0;
                        RegWriteE <= 0;
                        BranchE <= 0;
                        JumpE <= 0;
                        ALUControlE <= 0;
                        ResultSrcE <= 0;  
                        RD1E <= 0;
                        RD2E <= 0;
                        PCE <= 0;  
                        Rs1E <= 0;
                        Rs2E <= 0;
                        RdE <= 0;   
                        ImmExtE <= 0;  
                        PCPlus4E <= 0;     
                   end
                else
                   begin
                        MemWriteE <= MemWriteD;     
                        ALUsrcE <= ALUsrcD;         
                        RegWriteE <= RegWriteD;     
                        BranchE <= BranchD;         
                        JumpE <= JumpD;             
                        ALUControlE <= ALUControlD; 
                        ResultSrcE <= ResultSrcD;
                        RD1E <= RD1;
                        RD2E <= RD2;
                        PCE <= PCD;  
                        Rs1E <= Rs1D;
                        Rs2E <= Rs2D;
                        RdE <= RdD;
                        ImmExtE <= ImmExtD;
                        PCPlus4E <= PCPlus4D;
                   end   
           end
endmodule 
==> summary.txt <==
Outcome - finished, violations left
Failing checks - negative setup slack
Combinational Power Share - 9.2%
Mux frac, synth - 0%
Die height - 191 um
Final wirelength - 18,700 um
Startpoint types - register
Cell type with the largest total area - dfxtp_1
Core area - 28,800 um2
Share of layout cells above drive strength 1 - 32.5%
P&R area growth vs syn - 80.8%
Total number of vias - 3,764
RSZ-0062 raised after global routing - true
Crit. End Element - primary output
Chip area - 36,500 um2
Top-area cell share - 74.7%
Worst path bufs/invs - 1
FP Core Util - 17.2%
Num rows - 62
Postcts setup bufs - 0
Finish-stage setup viols - 185
Critical path type - reg2out
Rel. slew slack - 84.9%
Simple Share, Synth - 23.3%
CTS tree - built
CP required - 0.80 ns
DP HPWL - 15,200 um
Max IR drop VDD - 1040 uV
Mapped Cells - 390
FMAX - 896 MHz
Final WS setup - -0.116 ns
Die Wd - 191 um
Synth Cell Area - 4960 um2
Port bufs - 371
Tool Warnings - 44
CTS buffer count - 17
Hold_buf cts - 0
Max stage delay cell, worst path - dfxtp_4
Worst-path maximum fanout - 1
XORs/XNORs by Area - 0%
Inst Count DP - 1,131
P_leak - 3.93 nW
Final-layout fill cell count - 2,945
Overflow after GRT - 0
Initial antenna violation count - 1
Vias/cell - 3.24
Clock transition at path regs - 0.07 ns
Critical path data arrival time - 0.92 ns
Routability cong. - 0.811
CP cell instances - buf_6
ANT cells - 0
Storage element area - 3740 um2
Sw Share - 20.6%
Max Cap Viol - 0
Post-layout period usage - 112%
Gr usage total - 9.80%
Final instance count without filler cells - 1,163
Ys cells - 390
Yosys warns - 1
Hold/Removal Path Class - in2reg
Syn_area_per_cell - 12.7 um2
Library cells used by synthesis - 4
Pint - 0.0132 W
Logic cell area - 1160 um2
Num Clock Sinks - 185
Fin crit period - 1.12 ns
Antenna-violating nets left - 0
Root Buffer - clkbuf_16
PD cells - 1850 nW/um2
Cell family with most CP delay - flip-flops
YS chip area - 4960 um2
Drt drc - 0
Final Hold Vio Count - 0
Psw - 0.00341 W
Sequential share of power - 47.4%
Slowest stage delay, CP - 0.37 ns
Slew Viols, Final - 0
DRT Pass-1 Iters - 4
Clock network power share - 43.4%
Cell area leaders - dfxtp_1, nor2b_1, buf_2, clkbuf_1
Adder Area Share - 0%
Main logic family - simple AND/OR/NAND/NOR gates
AND-OR/OR-AND Cells, Area Fraction - 0%
Least-Margin Pin Slew - 0.226 ns
Largest net degree at the start of global routing - 42
Ports - 389
CTS Buffer Depth - 2
Initial DRC count - 130
H-tree levels - 4
WL per Instance - 16.1 um
Vias in the first global route - 3,922
First-pass GRT wire length - 26,400 um
Post-synth seq share - 74.7%
Total design power - 0.0166 W
Seq cells post-synth - 185
==> cells in the final DEF (no fill, tap or decap), drive strengths merged <==
cell / Yosys / routed
nor2b: 185 / 185
dfxtp: 185 / 185
clkinvlp: 0 / 3
clkinv: 0 / 4
bufinv: 0 / 3
clkdlybuf4s50: 0 / 185
buf: 17 / 192
clkbuf: 3 / 22
==> cell usage after synthesis (all sizes together) <==
| cell | count |
|---|---|
| dfxtp | 185 |
| nor2b | 185 |
| buf | 17 |
| clkbuf | 3 |
==> worst paths after layout <==
path	startpoint	end	slack, ns	depth (start not counted)
hold / removal	FlushE	PCPlus4E[30]	0.22	3
setup / recovery	PCPlus4E[28]	PCPlus4E[28]	-0.12	1
==> logic make-up after synthesis <==
group	count (synthesis)
DFF	185
buffers and inverters	20
and+or+nand+nor	185
==> worst min-delay path, delay by kind of cell <==
kind,cells,cell delay (ns)
AND/OR/NAND/NOR,1,0.11
buffers and inverters,2,0.30
==> layout make-up <==
class,count,share of cell area [%]
clock buffer,22,5.51
timing repair buffer,377,32.9
sequential,185,41.8
tap,384,5.36
multi-input combinational,185,12.9
clock inverter,10,1.56
==> power by group through the flow <==
stage     registers [W]  logic (W)  clock network [W]
4_1_cts         0.00785    0.00155            0.00744
5_1_grt         0.00789    0.00167            0.00775
6_report        0.00786    0.00152            0.00719
==> metal layers <==
layer  part of all wire, %  vias up  track usage (%)  routed length (um)
met4                   1.1        2             1.06                 204
met2                    51      150             16.7                9590
met5                 0.091        -                0                  17
met3                   9.1        8             4.21                1700
met1                    39     1682             11.6                7220
li1                      -     1922                -                   -
==> per-stage QoR <==
| stage | TNS, ns | instance area [um2] | hold slack [ns] | setup WS, ns | utilization (%) |
|---|---|---|---|---|---|
| finish | -5.73 | 8960 | 0.222 | -0.116 | 31.1 |
| global route | -14.17 | 8960 | 0.225 | -0.161 | 31.1 |
| CTS | -11.54 | 8900 | 0.217 | -0.145 | 30.9 |
| detailed placement | -0.327 | 9150 | 0.676 | -0.145 | 31.8 |
| global placement | -0.345 | 9150 | 0.667 | -0.160 | 31.8 |
| floorplan | 0 | 4960 | 0.328 | 0.298 | - |
==> repair_timing <==
item | in CTS | in global routing
pin swaps | 0 | 0
setup endpoints to repair | 185 | 185
hold endpoints to repair | 0 | 0
resized | 646 | 22
==> flip-flops by register name (all words and copies together) (netlist names), 2 cells and up <==
signal / flops
ImmExtE: 32
PCE: 32
PCPlus4E: 32
RD1E: 32
RD2E: 32
RdE: 5
Rs1E: 5
Rs2E: 5
ALUControlE: 3
ResultSrcE: 2
Power figures rest on the tool's default switching activity, not on a simulated workload.
