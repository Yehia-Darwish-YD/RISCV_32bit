===== run.sh =====
#!/bin/bash
# OpenROAD 26Q1-2900-gdf79404cd8, Yosys 0.63+post, stock flow scripts
make -C /OpenROAD-flow-scripts/flow DESIGN_CONFIG=/design/flow/config.mk WORK_HOME=/design/flow/orfs finish

===== config.mk =====
export PLATFORM = sky130hd
export DESIGN_NAME = memory_unit
export DESIGN_NICKNAME = memory_unit
export VERILOG_FILES = /design/flow/design.v
export SDC_FILE = /design/flow/constraint.sdc
export NUM_CORES = 4
export LEC_CHECK = 1
export CORE_UTILIZATION = 30
export SYNTH_MEMORY_MAX_BITS = 65536

===== constraint.sdc =====
current_design memory_unit

set clk_period 42.1
set clk_io_pct 0.2

create_clock -name clk0 -period $clk_period [get_ports {clk}]

set non_clock_inputs [all_inputs -no_clocks]
set_input_delay [expr $clk_period * $clk_io_pct] -clock clk0 $non_clock_inputs
set_output_delay [expr $clk_period * $clk_io_pct] -clock clk0 [all_outputs]

===== design.v =====
module DataMemory(
    input clk,                  
    input [31:0] ALUResult,       
    input [31:0] WriteData,     
    input MemWrite,             
    output  [31:0] ReadData  
);
    reg [31:0] memory [0:255];  
    always @(posedge clk) begin
        if (MemWrite) begin
            memory[ALUResult ] <= WriteData;  
        end
    end
  assign  ReadData = memory[ALUResult ];   
endmodule
`timescale 1ns / 1ps
module memory_unit(
    input [31:0]ALUResultM,WriteDataM,
    input clk,MemWriteM,
    output [31:0]ReadDataM
    );
     DataMemory mem2(.clk(clk), .MemWrite(MemWriteM), .WriteData(WriteDataM), .ALUResult(ALUResultM),
      .ReadData(ReadDataM));
endmodule

==> flow_metrics.env <==
# physical design summary
export IMPL_outcome="finished clean"
export IMPL_avgRoutedWirePerCell_um=30.0
export IMPL_track_usage=0.175
export IMPL_endpoint_kind="output port"
export IMPL_cts_tree="done"
export IMPL_slowest_stage="o41ai_2"
export IMPL_root_buffer="clkbuf_16"
export IMPL_htreeDepth=6
export IMPL_log_warning_count=50
export IMPL_drv_cap=0
export IMPL_dp_hpwl_um=481000
export IMPL_grt_max_degree=98
export IMPL_coreArea_mm2=1.03
export IMPL_final_min_clock_period_ns=26.73
export IMPL_vias=145000
export IMPL_critPathMostFrequentCell="buf_4"
export IMPL_yosysWarnings=1
export IMPL_clk_pin_slew_ns=0.06
export IMPL_io_buffers=73
export IMPL_fp_utilization=0.301
export IMPL_largest_register="mem2.memory"
export IMPL_grt_overflow=0
export IMPL_min_path_cells=1
export IMPL_synth_area_mm2=0.308
export IMPL_timing_hold_ws_ns=7.54
export IMPL_num_io_pins=98
export IMPL_p_int_mw=13.0
export IMPL_clkSinkCount=8192
export IMPL_grt_pass1_wl_um=1190000
export IMPL_setup_viol=0
export IMPL_grt_antenna_before_repair=37
export IMPL_tns_ns=0
export IMPL_ys_cells=13100
export IMPL_mostFrequentLayoutCells="edfxtp_1, mux4_2, a22oi_1"
export IMPL_reg_largest_list="mem2.memory (8192)"
export IMPL_holdCritStartpoint="WriteDataM[25]"
export IMPL_first_pass_iters=7
export IMPL_p_switching_mw=3.59
export IMPL_fin_util=0.349
export IMPL_worst_setup_path_start_kind="input port"
export IMPL_vdd_drop_max_v=0.0000494
export IMPL_via_per_inst=5.11
export IMPL_die_x_um=1020
export IMPL_worstPathRequired_ns=33.68
export IMPL_gp_congestion=0.860
export IMPL_ys_seq_frac=0.798
export IMPL_final_hold_violation_count=0
export IMPL_dieArea_mm2=1.03
export IMPL_ant_nets=0
export IMPL_cp_max_fo=73
export IMPL_post_cts_buffers=0
export IMPL_pwr_share_comb=0.048
export IMPL_drv_slew=0
export IMPL_lay_top_count="edfxtp_1"
export IMPL_power_per_cell_area_mw_per_mm2=46.6
export IMPL_fmax_mhz=37.4
export IMPL_yosysUniqueCellTypes=20
export IMPL_worstHoldEndpoint="mem2.memory[58][25]"
export IMPL_rows=372
export IMPL_leakagePower_nw=107
export IMPL_worst_setup_path_type="input port to output port"
export IMPL_routed_wl_um=848000
export IMPL_max_clock_path_buffers=4
export IMPL_p_total_mw=16.6
export IMPL_grt_pass1_vias=162000
export IMPL_worstMarginPinSlew_ns=1.41
export IMPL_numCtsBuffers=809
export IMPL_syn_to_final_growth_pct=15.9
export IMPL_power_frac_seq=0.541
export IMPL_drc=0
export IMPL_hold_class="input port to flop"
export IMPL_syn_area_per_cell_um2=23.6
export IMPL_synth_seq_cells=8192
export IMPL_path_cells="buf_16 -> buf_4 -> buf_12 -> buf_4 -> buf_4 -> buf_4 -> buf_4 -> buf_4 -> buf_4 -> buf_4 -> mux4_2 -> a22oi_1 -> a21oi_1 -> o41ai_2 -> buf_4 -> nand4_1 -> clkdlybuf4s50_1"
export IMPL_netSwitchingFraction=0.216
export IMPL_largest_reg_flops=8192
export IMPL_rsz0062_at_grt="false"
export IMPL_yosysChipArea_mm2=0.308
export IMPL_drive_above_1_share=0.297
export IMPL_die_height_um=1020
export IMPL_drt_iter0_drc=9853
export IMPL_period_used=0.635
export IMPL_synth_cells=13100
export IMPL_crit_arrival_ns=18.31
export IMPL_cts_resized=0
export IMPL_clockPowerShare=0.412
export IMPL_max_slew_margin=0.0471
export IMPL_ctsHoldBuffers=0
export IMPL_critPathMaxStageDelay_ns=1.13
==> critical path: cells and delay by family <==
kind / cells / cell delay (ns)
simple gates: 1 / 0.66
mux: 1 / 0.59
buf+inv: 12 / 6.77
compound gates: 3 / 1.47
==> final cells by class <==
| type | count | area [µm²] |
|---|---|---|
| Multi-Input combinational cell | 4066 | 62000 |
| Clock buffer | 1019 | 21200 |
| Sequential cell | 8192 | 246000 |
| Tap cell | 13700 | 17100 |
| Timing Repair Buffer | 884 | 7250 |
| Fill cell | 92600 | 668000 |
| Inverter | 1 | 3.75 |
| Antenna cell | 20 | 50.0 |
| Clock inverter | 454 | 3930 |
==> stage by stage <==
step / cell area [µm²] / cells / worst slack [ns]
6_report: 357000 / 28300 / 15.37
5_1_grt: 357000 / 28300 / 14.48
4_1_cts: 357000 / 28300 / 15.20
3_5_place_dp: 332000 / 26800 / 15.29
3_3_place_gp: 332000 / 26800 / 15.21
2_1_floorplan: 308000 / 13100 / 23.39
==> worst max-delay path by stage <==
stage	startpoint	end	slack, ns	cells past startpoint
after CTS	ALUResultM[0]	ReadDataM[11]	15.20	17
after global routing	ALUResultM[0]	ReadDataM[18]	14.48	16
final	ALUResultM[0]	ReadDataM[11]	15.37	17
==> cell families after synthesis <==
group,Yosys count,synth area share
buf+inv,797,0.0109
simple gates,354,0.00490
mux,2048,0.150
flops,8192,0.798
compound gates,1664,0.0369
==> routing by layer <==
metal | GRT usage | share of wire | wire length (µm)
met5 | 0.0159 | 0.0022 | 1850
met4 | 0.0634 | 0.046 | 38900
met3 | 0.168 | 0.21 | 177000
met2 | 0.255 | 0.46 | 387000
met1 | 0.169 | 0.29 | 243000
==> power by group through the flow <==
| stage | clock, mW | combinational (mW) | sequential (mW) |
|---|---|---|---|
| 4_1_cts | 6.95 | 0.805 | 8.99 |
| 6_report | 6.85 | 0.798 | 8.99 |
| 5_1_grt | 7.27 | 0.852 | 8.99 |
==> synth_stat cells <==
cell      instances  area [µm²]
nor2_1          232         871
inv_1             1        3.75
buf_2           195         976
mux4_2         2048       46100
nand3_1          13        65.1
and2_1            3        18.8
or2_2             2        12.5
o41ai_1         128        1120
nand2_1          28         105
clkbuf_1        500        1880
edfxtp_1       8192      246000
nand2b_1          6        37.5
nor2b_1           7        43.8
a22oi_1        1024        7690
nand4_1          32         200
nor3_1           30         150
or3_1             1        6.26
buf_4            36         270
a21oi_1         512        2560
buf_1            65         244
Power figures rest on the tool's default switching activity, not on a simulated workload.
