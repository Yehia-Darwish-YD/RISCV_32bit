--- ./run.sh ---
#!/bin/bash
# OpenROAD 26Q1-2900-gdf79404cd8, Yosys 0.63+post, stock flow scripts
make -C /OpenROAD-flow-scripts/flow DESIGN_CONFIG=/design/flow/config.mk WORK_HOME=/design/flow/orfs finish
--- ./config.mk ---
export PLATFORM = sky130hd
export DESIGN_NAME = register_file_p
export DESIGN_NICKNAME = register_file_p
export VERILOG_FILES = /design/flow/design.v
export SDC_FILE = /design/flow/constraint.sdc
export NUM_CORES = 4
export LEC_CHECK = 1
export CORE_UTILIZATION = 40
--- ./constraint.sdc ---
current_design register_file_p

set clk_period 11.8
set clk_io_pct 0.2

create_clock -name clk0 -period $clk_period [get_ports {clk}]

set non_clock_inputs [all_inputs -no_clocks]
set_input_delay [expr $clk_period * $clk_io_pct] -clock clk0 $non_clock_inputs
set_output_delay [expr $clk_period * $clk_io_pct] -clock clk0 [all_outputs]
--- ./design.v ---
`timescale 1ns / 1ps
module register_file_p(
        input clk,                    
        input [4:0] A1, A2, A3,       
        input [31:0] WD3,             
        input WE3,                    
        output   [31:0] RD1, RD2    
    );
        reg [31:0] registers [31:0];
        always @(negedge clk) begin
            if (WE3) begin
                registers[A3] <= WD3;  
            end
        end
    assign   RD1 = (A1 != 0)? registers[A1] : 32'd0;
    assign   RD2 = (A2 != 0)? registers[A2] : 32'd0;
endmodule
==> impl_metrics.xml <==
<?xml version="1.0" encoding="UTF-8"?>
<metrics>
  <group name="run_status">
    <metric name="status" unit="">finished, final reports clean</metric>
  </group>
  <group name="clock_network">
    <metric name="cts.sink_count" unit="">1024</metric>
    <metric name="clk_transition_reported_paths" unit="ns">0.03</metric>
    <metric name="clk_root_buffer_cell" unit="">clkbuf_16</metric>
    <metric name="tritoncts" unit="">yes</metric>
    <metric name="clock_tree.htree_level_count" unit="">3</metric>
    <metric name="clk_path_buf_depth" unit="">3</metric>
    <metric name="postCtsHoldBufs" unit="">0</metric>
    <metric name="numCtsBuffers" unit="">108</metric>
  </group>
  <group name="setup_path">
    <metric name="library_cell_contributing_the_largest_single_delay_on_the_critical_path" unit="">a2111oi_0</metric>
    <metric name="largest_delay_contributor_family_on_the_critical_path" unit="">AND-OR/OR-AND gates</metric>
    <metric name="setup.worst_path.start_class" unit="">register</metric>
    <metric name="critical_path_class" unit="">reg -&gt; out</metric>
    <metric name="worstSetupEndpointType" unit="">output port</metric>
    <metric name="startpoint" unit="">registers[14][29]$_DFFE_NP_</metric>
    <metric name="critical_path.cell_chain" unit="">mux4_2 -&gt; a22o_1 -&gt; a2111oi_0 -&gt; nor3_1 -&gt; clkdlybuf4s50_1</metric>
    <metric name="highest_fanout_seen_on_the_critical_path" unit="">2</metric>
    <metric name="cp_slowest_stage_delay" unit="ns">0.82</metric>
    <metric name="worst-endpoint-arrival" unit="ns">9.27</metric>
    <metric name="critical_path_rt" unit="ns">9.44</metric>
    <metric name="critical_path_buf_inv_count" unit="">1</metric>
  </group>
  <group name="routing">
    <metric name="insertedDiodeCount" unit="">0</metric>
    <metric name="dr.pass1.iters" unit="">5</metric>
    <metric name="ant_nets" unit="">0</metric>
    <metric name="num_vias" unit="">29400</metric>
    <metric name="drcViolationCount" unit="">0</metric>
    <metric name="drt_iter0_drc" unit="">1769</metric>
    <metric name="avgViaCountPerCell" unit="">5.77</metric>
    <metric name="routed_len_inst" unit="µm">29.2</metric>
    <metric name="routed_wirelength" unit="mm">149</metric>
  </group>
  <group name="finish">
    <metric name="final_layout_size_suffix_gt1_share" unit="%">24.6</metric>
    <metric name="flip_flop_count_of_the_largest_register_all_copies_and_words_added" unit="">1024</metric>
    <metric name="top_flop_regs" unit="">registers: 1024 flops</metric>
    <metric name="regMostFlops" unit="">registers</metric>
    <metric name="areaGrowthSynthToFinish" unit="%">23.7</metric>
    <metric name="finalCoreUtilization" unit="%">50.1</metric>
    <metric name="most_used_cells_in_the_layout_excluding_fill_and_tap_cells" unit="">inv_1, edfxtp_1, mux4_2, mux2i_1, buf_4</metric>
    <metric name="layout.cells.most_common" unit="">inv_1</metric>
  </group>
  <group name="yosys">
    <metric name="synth-cells-yosys" unit="">2291</metric>
    <metric name="ys.warnings.count" unit="">1</metric>
    <metric name="post_synth_inst_count" unit="">2291</metric>
    <metric name="synth.yosys.seq_area_share" unit="%">65.3</metric>
    <metric name="synth.distinct_cells" unit="">40</metric>
    <metric name="mappedNetlistArea" unit="mm²">0.0471</metric>
    <metric name="yosys_area" unit="mm²">0.0471</metric>
    <metric name="post_syn_area_per_cell" unit="µm²">20.6</metric>
    <metric name="ys_seq_elements" unit="">1024</metric>
  </group>
  <group name="hold_path">
    <metric name="min_delay_path_depth" unit="">4</metric>
    <metric name="hp-class" unit="">in -&gt; out</metric>
    <metric name="hp-start" unit="">A2[4]</metric>
    <metric name="min_delay_worst_endpoint" unit="">RD2[10]</metric>
  </group>
  <group name="floorplanning">
    <metric name="floorplan.io_pins" unit="">113</metric>
    <metric name="die.size.x" unit="µm">345</metric>
    <metric name="die_area" unit="mm²">0.119</metric>
    <metric name="rows" unit="">125</metric>
    <metric name="core" unit="mm²">0.116</metric>
    <metric name="die_y_extent" unit="µm">345</metric>
    <metric name="floorplan.core_util" unit="%">40.5</metric>
  </group>
  <group name="place">
    <metric name="hpwlAfterDp" unit="mm">85.0</metric>
    <metric name="gp_congestion" unit="">0.875</metric>
    <metric name="numPortBuffers" unit="">112</metric>
  </group>
  <group name="power">
    <metric name="powerDensity" unit="mW/mm²">166</metric>
    <metric name="intPower" unit="µW">7000</metric>
    <metric name="ir_drop" unit="µV">140</metric>
    <metric name="power.share.clock" unit="%">50.2</metric>
    <metric name="sw_frac_of_total" unit="%">27.7</metric>
    <metric name="share_of_total_power_in_sequential_cells" unit="%">42.4</metric>
    <metric name="netSwitchingPower" unit="µW">2680</metric>
    <metric name="cellLeakagePower" unit="µW">0.0226</metric>
    <metric name="power.combinational.fraction" unit="%">7.4</metric>
  </group>
  <group name="final_timing">
    <metric name="hold_viol" unit="">0</metric>
    <metric name="fin_setup_tns" unit="ns">0</metric>
    <metric name="max_slew.worst_pin.slew" unit="ns">1.02</metric>
    <metric name="final_setup_violations" unit="">0</metric>
    <metric name="max_slew_margin" unit="%">32.1</metric>
    <metric name="rsz0062_at_grt" unit="">false</metric>
    <metric name="hold-worst-slack" unit="ns">5.86</metric>
    <metric name="timing_max_transition_violations_final" unit="">0</metric>
  </group>
  <group name="job">
    <metric name="max_cap_viol_count" unit="">0</metric>
    <metric name="warning_count" unit="">1027</metric>
  </group>
  <group name="grt">
    <metric name="grt_pass1_vias" unit="">35300</metric>
    <metric name="pin_count_of_the_biggest_net_entering_global_routing" unit="">73</metric>
    <metric name="globalRoute.totalOverflow" unit="">0</metric>
    <metric name="global_route_wire_length_before_repair" unit="mm">215</metric>
    <metric name="antenna_found_initial" unit="">2</metric>
    <metric name="grtUsageTotal" unit="%">27.8</metric>
  </group>
</metrics>
-- cell families after synthesis --
kind of cell | after synthesis | synth area share (%)
AOI/OAI and AO/OA | 264 | 4.36
and+or+nand+nor | 149 | 1.63
DFF | 1024 | 65.3
muxes | 658 | 26.4
buffers and inverters | 196 | 2.26
-- cell usage after synthesis, drive strengths merged --
cell | n | area share [%]
a2111oi | 61 | 1.3
a211oi | 4 | 0.064
a21oi | 8 | 0.085
a221oi | 6 | 0.11
a22o | 53 | 0.99
a22oi | 16 | 0.26
a311oi | 1 | 0.019
a31o | 1 | 0.019
a32o | 4 | 0.085
and2 | 3 | 0.040
and4b | 1 | 0.021
buf | 123 | 1.7
clkbuf | 69 | 0.55
clkinv | 1 | 0.0080
edfxtp | 1024 | 65
inv | 3 | 0.024
mux2 | 33 | 0.79
mux2i | 160 | 3.4
mux4 | 465 | 22
nand2 | 7 | 0.056
nand2b | 6 | 0.080
nand3 | 4 | 0.043
nand3b | 7 | 0.11
nor2 | 39 | 0.31
nor2b | 13 | 0.17
nor3 | 55 | 0.58
nor4 | 5 | 0.066
nor4b | 1 | 0.019
o221ai | 5 | 0.093
o22ai | 105 | 1.4
or2 | 2 | 0.027
or3 | 2 | 0.027
or3b | 4 | 0.074
-- area by class of cell --
type | instances | area, µm²
Fill cell | 9168 | 58100
Clock buffer | 111 | 2780
Sequential cell | 1024 | 30700
Multi-Input combinational cell | 1071 | 15600
Tap cell | 1524 | 1910
Inverter | 3 | 11.3
Clock inverter | 1111 | 4800
Timing Repair Buffer | 258 | 2460
-- power groups by stage --
| stage | Clock (µW) | Sequential [µW] | Combinational, µW |
|---|---|---|---|
| finish | 4860 | 4100 | 719 |
| global route | 5420 | 4100 | 763 |
| CTS | 5020 | 4100 | 722 |
-- routing by layer --
metal  global-route usage (%)  vias to the layer above  share of wire [%]
li1                         -                    12600                  -
met1                     28.2                    14200                 30
met3                     24.3                      328                 18
met5                     1.88                        -               0.17
met4                     12.1                        8                3.8
met2                     39.8                     2316                 48
-- stage by stage --
step | total power, µW | area [µm²] | setup slack [ns] | cells
global placement | 5360 | 50700 | 0.909 | 3881
global route | 10300 | 58300 | 0.118 | 5102
finish | 9680 | 58300 | 0.170 | 5102
floorplan | 5050 | 47100 | 1.11 | 2291
CTS | 9840 | 58300 | 0.120 | 5102
detailed placement | 5370 | 50700 | 0.888 | 3881
-- repair_timing --
item / 4_1_cts / 5_1_grt
setup endpoints to repair: 0 / 1
gates resized: 0 / 1
buffers inserted: 0 / 0
-- how the worst max path moves through the flow --
stage                 endpoint  slack [ns]  cells past startpoint
after CTS              RD2[30]        0.12                      6
after global routing   RD2[30]        0.12                      6
final                  RD2[29]        0.17                      5
No activity file was given, so power comes from the tool's default toggle rates.
